==> flow/run.sh <==
#!/bin/bash
# OpenROAD 26Q1-2900-gdf79404cd8, Yosys 0.63+post, stock flow scripts
make -C /OpenROAD-flow-scripts/flow DESIGN_CONFIG=/design/flow/config.mk WORK_HOME=/design/flow/orfs finish
==> flow/config.mk <==
export PLATFORM = sky130hd
export DESIGN_NAME = seven_segment_display
export DESIGN_NICKNAME = seven_segment_display
export VERILOG_FILES = /design/flow/design.v
export SDC_FILE = /design/flow/constraint.sdc
export NUM_CORES = 4
export LEC_CHECK = 1
export CORE_AREA = 10 10 70 70
export DIE_AREA = 0 0 80 80
==> flow/constraint.sdc <==
current_design seven_segment_display

set clk_period 1.4
set clk_io_pct 0.2

create_clock -name clk0 -period $clk_period

set non_clock_inputs [all_inputs -no_clocks]
set_input_delay [expr $clk_period * $clk_io_pct] -clock clk0 $non_clock_inputs
set_output_delay [expr $clk_period * $clk_io_pct] -clock clk0 [all_outputs]
==> flow/design.v <==
module seven_segment_display(
        input   logic[3:0]  value,
        output  logic[6:0]  segments
    );
    always_comb begin : display_decoder
        case(value)
            4'h0    : segments = 7'b0000001;  
            4'h1    : segments = 7'b1001111;  
            4'h2    : segments = 7'b0010010;  
            4'h3    : segments = 7'b0000110;  
            4'h4    : segments = 7'b1001100;  
            4'h5    : segments = 7'b0100100;  
            4'h6    : segments = 7'b0100000;  
            4'h7    : segments = 7'b0001111;  
            4'h8    : segments = 7'b0000000;  
            4'h9    : segments = 7'b0001100;  
            4'ha    : segments = 7'b0001000;  
            4'hb    : segments = 7'b1100000;  
            4'hc    : segments = 7'b0110001;  
            4'hd    : segments = 7'b1000010;  
            4'he    : segments = 7'b0110000;  
            4'hf    : segments = 7'b0111000;  
            default : segments = 7'b0000000;
        endcase
    end
endmodule
==> results_slide.txt <==
Physical Implementation Snapshot

Outcome
  – Status: finished with violations
  – Failing checks: setup timing

Yosys
  – Top-area cell share: 0.283
  – Syn Inst Count: 38
  – Mean area per synthesized cell: 6.98 um^2
  – Cell Type Count: 19
  – Top cells, area: ha_1 (28%), nor2_1 (8.5%), o21ai_1 (7.5%)
  – Post-Syn Area: 265 um^2
  – Post-synth seq share: 0
  – Ys cells: 38
  – Post-synth top cells: ha_1 (6), nor2_1 (6), o21ai_1 (4)
  – Yosys warnings: 1
  – Area leader, netlist: ha_1
  – Synthesis area per yosys: 265 um^2

Global route
  – Initial antenna violation count: 0
  – First-pass GRT wire length: 1660 um
  – Largest net degree at the start of global routing: 8
  – All-Layer GR Usage: 0.0305
  – Vias in the first global route: between 300 and 400
  – GRT overflow: 0

Cells and area
  – Final core utilization: 0.171
  – Share of cells above drive strength 1: 0.633
  – Area growth from synthesis to layout: 120%
  – Flip-flops: 0
  – Logic area: a little over 300 um^2
  – Filler cell count: just under 400
  – FF/Latch Area: 0 um^2
  – Clock buf count: 0
  – Fin area: ~580 um^2

Routing
  – Detail Route Antenna Nets: 0
  – M1 WL: 436 um
  – Via density: 3.38
  – Vias: 358
  – Routed wl met3: ~50 um
  – Top sig layer: met3
  – Drt pass-1 iters: 4
  – Ant. Diodes: 0
  – DR WL/cell: between 9 and 10 um
  – Final wirelength: ~1000 um
  – Initial DRC count: 23
  – DRC Markers: 0
  – Wire length on met2: 507 um

Floorplan
  – I/O Pins: 11
  – DIE HEIGHT: ~80 um
  – Die ar.: 6400 um^2
  – Die X: about 80 um
  – Core Area: 3420 um^2
  – Row count: 21
  – FP Core Util: 0.0777

Critical path
  – Startpoint Class: primary input
  – Critical path class: primary input to output pin
  – CP Capture Type: output pin
  – Crit-path cells: buf_12 -> inv_8 -> ha_4 -> nor2b_2 -> or3b_1 -> o31ai_1 -> buf_2
  – Critical Path Slowest Stage Cell: or3b_1
  – CP Max Fanout: 3
  – Arrival time at the worst endpoint: 1.15 ns
  – CP max stage delay: approximately 0.34 ns
  – Bufs and invs on worst path: 3
  – CP delay by family, top: simple AND/OR/NAND/NOR gates
  – CP Data Required Time: roughly 1.1 ns

Placed design
  – Placed cell areas: 510 um^2
  – Post-DP HPWL: 723 um
  – Routability cong.: 0.679
  – # port buffers: 11

Timing
  – Worst setup margin: -0.0340 ns
  – Final setup fails: 2
  – Final hold vios: 0
  – RSZ-0062 raised after global routing: true
  – Max frequency: 697 MHz
  – Least-Margin Pin Slew: 0.188 ns
  – WHS: 1.04 ns
  – Setup TNS: -0.0494 ns
  – Max transition margin: 0.874
  – Period Utilization, post-route: 1.02
  – Slew Limit Fails: 0
  – Post-layout minimum cycle time: 1.43 ns

Job
  – Tool Warnings: 39
  – Max-cap viol count: 0

Power
  – Power per cell area: 272 nW/um^2
  – Leak pwr: 0.246 nW
  – Maximum VDD drop: 0.0000481 V

Hold path
  – HP Class: primary input to output pin
## cell usage in the layout (no fill, tap or decap), types with 2 or more instances in the layout
cell type  netlist  layout
a21oi_2          0       2
buf_2            1       7
buf_4            1      11
buf_6            0       2
ha_4             0       4
nand2_1          2       2
nand3_1          3       3
nor2_1           6       5
o21ai_1          4       4
## timing repair
action	CTS	global route
hold buffers	0	0
resized	64	0
pin swaps	2	1
endpoints found under the setup margin	7	5
setup buffers	1	0
## area by class of cell
cell class	count	share of cell area
well taps	46	0.0987
inverters	3	0.0365
repair buffers	24	0.333
multi-input cells	33	0.532
## metrics by stage
stage	total power [mW]	setup slack, ns	instances
2_1_floorplan	0.0572	0.116	38
3_3_place_gp	0.144	-0.968	105
3_5_place_dp	0.144	-0.971	105
4_1_cts	0.158	-0.0508	106
5_1_grt	0.175	-0.0871	106
6_report	0.158	-0.0340	106
## logic make-up (layout without fill, tap and decap cells)
| logic type | Yosys count | in the layout | share of synthesized area |
|---|---|---|---|
| buffers and inverters | 5 | 27 | 0.0896 |
| multiplexers | 2 | 2 | 0.0990 |
| AND-OR/OR-AND | 12 | 12 | 0.302 |
| adder cells (fa/ha/maj) | 6 | 6 | 0.283 |
| AND/OR/NAND/NOR | 13 | 13 | 0.226 |
## power breakdown
part	total, mW	switching (mW)	internal (mW)
sequential	0	0	0
clock	0	0	0
combinational	0.158	0.0683	0.0900
## worst min-delay path, cell delays in order
cell and delay, ns:
dlygate4sd2_1 0.28, o31ai_1 0.10, buf_2 0.10
## final timing paths
| path | startpoint | end | slack [ns] | cells after the start |
|---|---|---|---|---|
| worst max-delay path | value[1] | segments[6] | -0.03 | 7 |
| worst min-delay path | value[3] | segments[6] | 1.04 | 3 |
## routing by layer
| layer | global-route usage | vias to the layer above |
|---|---|---|
| li1 | - | 178 |
| met1 | 0.0369 | 169 |
| met2 | 0.0586 | 11 |
| met3 | 0.00341 | 0 |
| met4 | 0 | 0 |
| met5 | 0 | - |
No activity file was given, so power comes from the tool's default toggle rates.

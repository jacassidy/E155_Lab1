==> ./design.v <==
module divider (
    input   logic   osc,
    input   logic   reset,
    output  logic   osc_divided
);
 logic[27:0] oscillator_count, oscillator_countp1;
 logic       clear;
 assign oscillator_countp1 = oscillator_count + 1;
 always_ff @ (posedge osc) begin
    if(reset == 0 | clear)  oscillator_count <= 28'b0;
    else                    oscillator_count <= oscillator_countp1;
 end
 always_comb begin
    if (oscillator_count == 28'h1312D00) clear = 1'b1;
    else                                 clear = 1'b0;
 end
 always_ff @ (posedge clear) begin
    osc_divided <= ~osc_divided;
 end    
endmodule
==> ./run.sh <==
#!/bin/bash
# OpenROAD 26Q1-2900-gdf79404cd8, Yosys 0.63+post, stock flow scripts
make -C /OpenROAD-flow-scripts/flow DESIGN_CONFIG=/design/flow/config.mk WORK_HOME=/design/flow/orfs finish
==> ./config.mk <==
export PLATFORM = sky130hd
export DESIGN_NAME = divider
export DESIGN_NICKNAME = divider
export VERILOG_FILES = /design/flow/design.v
export SDC_FILE = /design/flow/constraint.sdc
export NUM_CORES = 4
export LEC_CHECK = 1
export CORE_AREA = 10 10 91 91
export DIE_AREA = 0 0 101 101
==> ./constraint.sdc <==
current_design divider

set clk_period 3.3
set clk_io_pct 0.2

create_clock -name clk0 -period $clk_period [get_ports {osc}]

set non_clock_inputs [all_inputs -no_clocks]
set_input_delay [expr $clk_period * $clk_io_pct] -clock clk0 $non_clock_inputs
set_output_delay [expr $clk_period * $clk_io_pct] -clock clk0 [all_outputs]
==> results_dict.tcl <==
# metrics dict for downstream scripts
set metrics [dict create \
    clk_latency_ns 0.27 \
    track_usage_pct 5.95 \
    initialDrtViolationCount 72 \
    ys_sh_mux_pct 0 \
    fmax_ghz 0.454 \
    critPathLaunchType "register" \
    ir_drop_mv 0.167 \
    crit_slowest_cell "o41ai_4" \
    cts_tree "done" \
    common_cells "dfxtp_1 (29), nor2_1 (16), nand3_1 (12)" \
    final_hold_viol_count 0 \
    ys_async_sr_fraction_pct 0 \
    finish.instance_area_mm2 0.00157 \
    synth.top_cell.area_share_pct 40.8 \
    edf_count 0 \
    initial_utilization_pct 22.4 \
    holdBufCountCts 0 \
    status "finished clean" \
    place_congestion 0.847 \
    slowest_delay_ns 0.76 \
    synthAoiAreaFrac_pct 13.3 \
    postSynthSeqShare_pct 40.8 \
    topCombFamilyByArea "simple AND/OR/NAND/NOR gates" \
    tool_warnings 26 \
    fa_ha_area_share_pct 1.76 \
    post-dp-hpwl_um 2150 \
    clockBufferDepth 2 \
    crit_family "AND-OR/OR-AND gates" \
    syn_area_mm2 0.00142 \
    overflow 0 \
    unclocked_pins 1 \
    antenna_found_initial 0 \
    finalSetupTns_ns 0 \
    ff_type "dfxtp_1" \
    ys_types 31 \
    whs_ns 0.490 \
    synthCells 164 \
    grt_pass1_vias 1130 \
    topCellsByArea "dfxtp_1 (41%), or4_1 (5.3%), xor2_1 (4.3%), nand3_1 (4.2%), nor2_1 (4.2%)" \
    insertedDiodeCount 0 \
    cp_max_fo 12 \
    cp-end-kind "register" \
    fill_cells 660 \
    chipArea_mm2 0.0102 \
    drt_first_pass_iters 4 \
    h-tree-depth 1 \
    yosysChipArea_mm2 0.00142 \
    ys_cells 164 \
    io-pin-count 3 \
    vias 1174 \
    cts_buffers 3 \
    timing.final.crit_share_pct 66.8 \
    ys_sh_xor_pct 8.01 \
    core_area_mm2 0.00635 \
    simple_gate_area_share_pct 32.7 \
    areaGrowthSynthToFinish_pct 10.7 \
    final_cells 243 \
    slew_headroom_pct 54.1 \
    cts_root_buffer "clkbuf_8" \
    die-width_um 101 \
    path_class "register to register" \
    finalCriticalPeriod_ns 2.20 \
    skew_ns 0.00500 \
    cp_data_arrival_time_ns 2.37 \
    rows 29 \
    cp.required_ns 3.47 \
    ys_warn_count 1 \
    drc 0 \
    synth_flop_count 29 \
    cellPowerDensity_mw_per_mm2 347 \
    final-seq-area_um2 581 \
    setup_viol 0 \
    wl_per_cell_um 12.2 \
    dp.cells 240 \
    clkTransAtPathRegs_ns 0.08 \
    yosysTopAreaCell "dfxtp_1" \
    vias_per_cell 4.83 \
    grt_max_degree 15 \
    synth_area_per_cell_um2 8.67 \
    antenna_left 0 \
    comb_area_um2 793 \
    cts_resized 0 \
    post-cts-setup-buffers 0 \
    place.port_buffers 2 \
    p_leak_nw 0.471 \
    crit_chain "nor4_1 -> nand4_1 -> o41ai_4 -> buf_4 -> nor2_1" \
    power.total_uw 545 \
    timing.critical_path.buf_inv 1 \
    slew_viol_final 0 \
    r2r_setup_slack_ns 1.10 \
    rsz0062_at_grt "false" \
    most_common_cell "dfxtp_1" \
    untimed_endpoints 2 \
    hp-class "register to register" \
    max-cap-violations 0 \
    placed_area_mm2 0.00153 \
    drive_above_1_share_pct 10.2 \
    die_y_um 101 \
    grt_pass1_wl_um 5130 \
    worst_pin_slew_ns 0.686 \
    drt-total-wl_um 2960 \
]
## power breakdown
part	internal [mW]	switching, mW	leakage (nW)
Combinational	0.00924	0.0119	0.215
Sequential	0.341	0.00430	0.234
Clock	0.0818	0.0972	0.0216
## per-stage QoR
step | worst slack (ns) | utilization (%)
floorplan | 1.31 | -
global placement | 1.14 | 24.1
detailed placement | 1.11 | 24.1
CTS | 1.10 | 24.8
global route | 0.905 | 24.8
finish | 1.10 | 24.8
## final cells by class
class,count,share of cell area (%)
Clock buffer,3,2.63
Sequential cell,29,36.9
Timing Repair Buffer,4,2.23
Inverter,7,1.67
Tap cell,77,6.13
Multi-Input combinational cell,123,50.4
## logic make-up after synthesis
family	Yosys count
AOI/OAI and AO/OA	27
xor gates and xnor gates	13
adders and majority gates	2
buffers and inverters	12
DFF	29
and+or+nand+nor	81
## registers in the layout (all words and copies together) (netlist names)
| signal | flops |
|---|---|
| osc_divided | 1 |
| oscillator_count | 28 |
## routing by layer
metal  GRT usage, %  part of all wire (%)  vias up
met4          0.750                  0.47        0
met3          0.970                   3.2        2
met2           9.29                    42       15
met1           8.68                    54      545
met5              0                     0        -
li1               -                     -      612
## layout by cell type (no fill, tap or decap)
master and n:
dfxtp_1 29, nor2_1 16, nand3_1 12, a21oi_1 11, or4_1 10, nand2_1 9, inv_1 7, o31ai_1 7
nor4_1 7, nand4_1 7, xor2_1 7, xnor2_1 6, or3_1 6, o21ai_0 5, and3_1 3, or2_2 3
clkbuf_8 3, ha_1 2, clkdlybuf4s50_1 2, buf_4 2, and4_1 1, nand3_2 1, or4_2 1, nor4b_1 1
and4b_1 1, or3b_2 1, o41ai_4 1, o31a_2 1, o21ba_2 1, or4_4 1, a21oi_2 1, or3_2 1
## worst paths after layout
path,startpoint,to,depth (start not counted)
setup reg to reg,oscillator_count[14],oscillator_count[7],5
hold reg to reg,oscillator_count[0],oscillator_count[0],1
setup / recovery,oscillator_count[14],oscillator_count[7],5
hold / removal,oscillator_count[0],oscillator_count[0],1
No activity file was given, so power comes from the tool's default toggle rates.
